## ./config.mk

```make
export PLATFORM = sky130hd
export DESIGN_NAME = top_module
export DESIGN_NICKNAME = top_module
export VERILOG_FILES = /design/flow/design.v
export SDC_FILE = /design/flow/constraint.sdc
export NUM_CORES = 4
export LEC_CHECK = 1
export CORE_AREA = 10 10 110 110
export DIE_AREA = 0 0 120 120
```

## ./constraint.sdc

```tcl
current_design top_module

set clk_period 2.9
set clk_io_pct 0.2

create_clock -name clk0 -period $clk_period [get_ports {KEY1}]

set non_clock_inputs [all_inputs -no_clocks]
set_input_delay [expr $clk_period * $clk_io_pct] -clock clk0 $non_clock_inputs
set_output_delay [expr $clk_period * $clk_io_pct] -clock clk0 [all_outputs]
```

## ./design.v

```verilog
module top_module (
    input wire [7:0] SW,       
    input wire KEY0,           
    input wire KEY1,            
    input wire add_sub,         
    output reg [7:0] LEDR,      
    output reg LEDR8,           
    output reg LEDR9,           
    output wire [6:0] HEX3,    
    output wire [6:0] HEX2,  
    output wire [6:0] HEX1,   
    output wire [6:0] HEX0     
);
    reg [7:0] A;                
    reg [7:0] S;                
    wire [8:0] result;         
    wire carry;                 
    wire overflow;             
    assign {carry, result} = add_sub ? {1'b0, S} - {1'b0, SW} : {1'b0, S} + {1'b0, SW};
    assign overflow = add_sub ? ((S[7] != SW[7]) && (result[7] != S[7])) : ((S[7] == SW[7]) && (result[7] != S[7]));
    always @(posedge KEY1 or negedge KEY0) begin
        if (!KEY0) begin
            S <= 8'b0;
            LEDR <= 8'b0;
            LEDR8 <= 1'b0;
            LEDR9 <= 1'b0;
        end else begin
            S <= result[7:0];
            LEDR <= result[7:0];
            LEDR8 <= carry;
            LEDR9 <= overflow;
        end
    end
    hex_display hex3_inst(.hex_digit(S[7:4]), .segments(HEX3));
    hex_display hex2_inst(.hex_digit(S[3:0]), .segments(HEX2));
    hex_display hex1_inst(.hex_digit(S[7:4]), .segments(HEX1));
    hex_display hex0_inst(.hex_digit(S[3:0]), .segments(HEX0));
endmodule
module hex_display (
    input wire [3:0] hex_digit,
    output reg [6:0] segments
);
    always @(*) begin
        case (hex_digit)
            4'h0: segments = 7'b1000000;
            4'h1: segments = 7'b1111001;
            4'h2: segments = 7'b0100100;
            4'h3: segments = 7'b0110000;
            4'h4: segments = 7'b0011001;
            4'h5: segments = 7'b0010010;
            4'h6: segments = 7'b0000010;
            4'h7: segments = 7'b1111000;
            4'h8: segments = 7'b0000000;
            4'h9: segments = 7'b0010000;
            4'hA: segments = 7'b0001000;
            4'hB: segments = 7'b0000011;
            4'hC: segments = 7'b1000110;
            4'hD: segments = 7'b0100001;
            4'hE: segments = 7'b0000110;
            4'hF: segments = 7'b0001110;
            default: segments = 7'b1111111;
        endcase
    end
endmodule
```

## ./run.sh

```bash
#!/bin/bash
# OpenROAD 26Q1-2900-gdf79404cd8, Yosys 0.63+post, stock flow scripts
make -C /OpenROAD-flow-scripts/flow DESIGN_CONFIG=/design/flow/config.mk WORK_HOME=/design/flow/orfs finish
```

==> metrics.cfg <==
[final_timing]
min_period_ps=2730
tns_ps=0
worst_pin_slew_ps=531
fmax_mhz=366
timing.final.crit_share=0.942
setup_viol=0
finalHoldViolations=0
fin_worst_skew_ps=6.55
rsz0062_at_grt=no
final_max_slew_viol_count=0
maxSlewHeadroom=0.646

[yosys]
async_reset_ff_frac=1.00
yosysTopAreaCellShare=0.211
ys_cells=196
ys.flop_type=dfrtp_1
yosys_warnings=2
top_cell=ha_1
synth_cells=196
synth_flop_count=10
synth_area_mm2=0.00160
edf_count=0
top_cells_by_count=27 x ha_1, 19 x inv_1, 15 x a21oi_1
ys_area_mm2=0.00160
top_cells_by_area=ha_1 21%, dfrtp_1 16%, buf_4 6.6%
avgSynthCellArea_um2=8.18
yosys.area.top_type=ha_1
ys_seq_share=0.156
synth_cell_types=51

[run]
warning_count=42
cap_violations=0

[floorplan]
coreArea_mm2=0.00977
dieArea_mm2=0.0144
die_x_um=120
num_io_pins=49
fp_util=0.164
die_y_um=120
row_count=36

[routing]
vias_per_cell=3.77
firstDrtPassIters=4
antenna_cells=0
final_antenna_net_count=0
routedWlPerCell_um=11.2
via_count=1356
routed_wl_um=4030
drtIter0Drc=73
post-route-drc-count=0

[power]
p_total_mw=2.44
powerDensity_mw_per_mm2=1130
irDropWorstVdd_mv=0.287
leakage_nw=0.919

[clock_tree]
postCtsSetupBuffers=0
cts_buffers=3
clock_path_buffers=2
htreeDepth=1
numClockSinks=10
clk_pin_slew_ps=50
ctsHoldBuffers=0
root_buffer=clkbuf_8
cts_tree=built
ctsResizeCount=0
clk_latency_ps=240

[placement]
gp_congestion=0.828
place_hpwl_um=3360
io_buffers=48

[global_routing]
track_usage=0.0560
grt_pass1_vias=1315
grt_max_degree=18
grt_overflow_total=0
antenna_found_initial=0
grt_pass1_wl_um=6910

[worst_setup_path]
reg2reg_depth=8
required_ps=2320
end_kind=output pin
criticalPathCategory=reg -> out
startpoint_type=flop
cp_max_fo=8
arrival_ps=2150

[final_layout]
layout-drive-gt1-share=0.0793
fin_util=0.221
syn_to_final_growth_pct=34.7

[min_path]
hp-class=in -> async

[run_status]
status=completed

[metrics by stage]
step	hold slack, ps	std cells	worst slack (ps)	area [um2]
detailed placement	833	357	378	2120
finish	680	360	168	2160
global route	738	360	19.3	2160
CTS	703	360	109	2160
global placement	811	357	381	2120
floorplan	284	196	911	1600
[flip-flops by register name (all words and copies together) (netlist names)]
name / flops
LEDR8: 1
LEDR: 8
LEDR9: 1
[routing by layer]
layer	wire length, um	GRT usage	vias up	share of wire
met1	1850	0.0772	604	0.46
met2	1910	0.0898	36	0.47
met3	251	0.0152	2	0.062
met4	18	0.00377	0	0.0045
li1	-	-	714	-
met5	0	0	-	0
[where the power goes]
part | internal, mW | total (mW) | switching, mW
combinational | 1.18 | 1.90 | 0.721
sequential | 0.213 | 0.392 | 0.179
clock | 0.0911 | 0.147 | 0.0562
total | 1.49 | 2.44 | 0.956
[worst max-delay path, stage by stage (launching register included)]
cell	delay, ps
dfrtp_1	500
inv_1	170
ha_1	300
inv_1	50
mux4_2	460
clkdlybuf4s50_1	430
[final timing paths]
check | from | end | slack [ps]
max in group asynchronous | KEY0 | LEDR8$_DFF_PN0_ | 1880
min in group clk0 | LEDR[1]$_DFF_PN0_ | LEDR[1]$_DFF_PN0_ | 840
worst max-delay path | LEDR[4]$_DFF_PN0_ | HEX3[3] | 170
worst max register to register | LEDR[0]$_DFF_PN0_ | LEDR[6]$_DFF_PN0_ | 900
worst min-delay path | KEY0 | LEDR[4]$_DFF_PN0_ | 680
worst min register to register | LEDR[1]$_DFF_PN0_ | LEDR[1]$_DFF_PN0_ | 840
[layout by cell type, fill, tap and decap left out, drive strengths merged, types with 3 or more instances in the layout]
master          n
o31ai           3
mux2i           5
nand3           4
nor2b           7
dfrtp          10
a21oi          18
clkdlybuf4s50  48
buf             3
a211oi          3
xnor2           3
nor3            3
nor2           14
inv            20
o21ai          11
ha             27
nand2b          5
xor2            3
clkbuf          3
nand2          11
[final cells by class]
type | count | area (um2)
Tap cell | 133 | 166
Timing Repair Buffer | 51 | 503
Clock buffer | 3 | 41.3
Fill cell | 1047 | 7610
Inverter | 20 | 75.1
Multi-Input combinational cell | 143 | 1120
Sequential cell | 10 | 250
[cells by family (layout without fill, tap and decap cells)]
group / after synthesis / count (layout) / share of synthesized area
XOR/XNOR: 6 / 6 / 0.0328
adder cells (fa/ha/maj): 29 / 29 / 0.236
flip-flops: 10 / 10 / 0.156
AND-OR/OR-AND: 48 / 48 / 0.210
multiplexers: 6 / 6 / 0.0452
buffers and inverters: 43 / 74 / 0.143
AND/OR/NAND/NOR: 54 / 54 / 0.178
Power figures rest on the tool's default switching activity, not on a simulated workload.
